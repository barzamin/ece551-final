File: ./run.sh
#!/bin/bash
# OpenROAD 26Q1-2900-gdf79404cd8, Yosys 0.63+post, stock flow scripts
make -C /OpenROAD-flow-scripts/flow DESIGN_CONFIG=/design/flow/config.mk WORK_HOME=/design/flow/orfs finish
File: ./config.mk
export PLATFORM = sky130hd
export DESIGN_NAME = RemoteComm
export DESIGN_NICKNAME = RemoteComm
export VERILOG_FILES = /design/flow/design.v
export SDC_FILE = /design/flow/constraint.sdc
export NUM_CORES = 4
export LEC_CHECK = 1
export CORE_UTILIZATION = 40
File: ./constraint.sdc
current_design RemoteComm

set clk_period 3.4
set clk_io_pct 0.2

create_clock -name clk0 -period $clk_period [get_ports {clk}]

set non_clock_inputs [all_inputs -no_clocks]
set_input_delay [expr $clk_period * $clk_io_pct] -clock clk0 $non_clock_inputs
set_output_delay [expr $clk_period * $clk_io_pct] -clock clk0 [all_outputs]
File: ./design.v
module UART(
  input wire clk,rst_n,           
  input wire RX,trmt,             
  input wire clr_rx_rdy,          
  input wire [7:0] tx_data,       
  output wire TX,rx_rdy,tx_done,  
  output wire [7:0] rx_data       
);
  UART_tx iTX(.clk(clk), .rst_n(rst_n), .TX(TX), .trmt(trmt),
          .tx_data(tx_data), .tx_done(tx_done));
  UART_rcv iRX(.clk(clk), .rst_n(rst_n), .RX(RX), .rdy(rx_rdy),
              .clr_rdy(clr_rx_rdy), .rx_data(rx_data));
endmodule
module UART_rcv (
  input logic clk,
  input logic rst_n,    
  input logic RX,       
  input logic clr_rdy,  
  output logic rdy,     
  output logic [7:0] rx_data  
);
	logic init, receiving, shift, set_rdy;
	logic [8:0] rx_shift_reg;
	logic [11:0] baud_cnt;
	logic [3:0] bit_cnt;
	logic RX_q1, RX_q2;
	typedef enum reg {IDLE, REC} state_t;
	state_t state, nxt_state;
	always_ff @(posedge clk, negedge rst_n) begin
		if (!rst_n)
			state <= IDLE;
		else
			state <= nxt_state;
	end
	always_comb begin
		init = 0;
		receiving = 0;
		set_rdy = 0;
		nxt_state = state;
		case(state)
			REC: if (bit_cnt == 10) begin
				set_rdy = 1'b1;
				nxt_state = IDLE;
			end else begin
				receiving = 1'b1;
				nxt_state = REC;
			end
			default: if (RX_q2 == 0) begin
				init = 1'b1;
				nxt_state = REC;
			end else begin
				nxt_state = IDLE;
			end
		endcase
	end
	always_ff @(posedge clk, negedge rst_n) begin
		if (!rst_n) begin
			RX_q1 <= 1'b1;
			RX_q2 <= 1'b1;
		end else begin
			RX_q1 <= RX;
			RX_q2 <= RX_q1;
		end
	end;
	always_ff @(posedge clk, negedge rst_n) begin
		if (!rst_n) begin
			rx_shift_reg <= 8'hFF;
		end else if (shift) begin
			rx_shift_reg <= {RX_q2, rx_shift_reg[8:1]};
		end
	end
	assign rx_data = rx_shift_reg[7:0];
	always_ff @(posedge clk) begin
		if (init) begin
			baud_cnt <= 12'h516;
		end else if (shift) begin
			baud_cnt <= 12'hA2C;
		end else if (receiving) begin
			baud_cnt <= baud_cnt - 1;
		end
	end
	assign shift = (|baud_cnt == 0) ? 1'b1 : 1'b0;
	always_ff @(posedge clk) begin
		if (init) begin
			bit_cnt <= 4'h0;
		end else if (shift) begin
			bit_cnt <= bit_cnt + 1;
		end
	end
	always_ff @(posedge clk, negedge rst_n) begin
		if (!rst_n)
			rdy <= 1'b0;
		else if (set_rdy)
			rdy <= 1'b1;
		else if (init)
			rdy <= 1'b0;
		else if (clr_rdy)
			rdy <= 1'b0;
	end
endmodule
module UART_tx (
  input logic clk,
  input logic rst_n,          
  input logic trmt,           
  input logic [7:0] tx_data,  
  output reg tx_done,         
  output logic TX             
);
	logic [8:0] tx_shft_reg;
	logic [11:0] baud_cnt;
	logic [3:0] bit_cnt;
	logic init, transmitting, shift, set_done;
	typedef enum reg {IDLE, TRANS} state_t;
	state_t state, nxt_state;
	always_ff @(posedge clk, negedge rst_n) begin
		if (!rst_n)
			state <= IDLE;
		else
			state <= nxt_state;
	end
	always_comb begin
		init = 0;
		transmitting = 0;
		set_done = 0;
		case(state)
			TRANS: if (bit_cnt == 10) begin
				set_done = 1'b1;
				nxt_state = IDLE;
			end else begin
				transmitting = 1'b1;
				nxt_state = TRANS;
			end
			default: if (trmt) begin
				init = 1'b1;
				nxt_state = TRANS;
			end else begin
				nxt_state = IDLE;
			end
		endcase
	end
	always_ff @(posedge clk, negedge rst_n) begin
		if (!rst_n)
			tx_shft_reg <= 9'h1FF;
		else if (init)
			tx_shft_reg <= {tx_data, 1'b0};
		else if (shift)
			tx_shft_reg <= {1'b1,tx_shft_reg[8:1]};
	end
	assign TX = tx_shft_reg[0];
	always_ff @(posedge clk) begin
		if (init || shift)
			baud_cnt <= 12'h000;
		else if (transmitting)
			baud_cnt <= baud_cnt + 1;
	end
	assign shift = (baud_cnt == 12'hA2C) ? 1'b1 : 1'b0;
	always_ff @(posedge clk) begin
		if (init)
			bit_cnt <= 4'h0;
		else if (shift)
			bit_cnt <= bit_cnt + 1;
	end
	always_ff @(posedge clk, negedge rst_n) begin
		if (!rst_n)
			tx_done <= 1'b0;
		else if (set_done)
			tx_done <= 1'b1;
		else if (init)
			tx_done <= 1'b0;
	end
endmodule
`default_nettype none
module RemoteComm(
  input wire logic clk, rst_n,    
  input wire logic RX,            
  input wire logic send_cmd,      
  input wire logic [7:0] cmd,     
  input wire logic [15:0] data,   
  input wire logic clr_resp_rdy,  
  output wire logic TX,         
  output reg        cmd_sent,   
  output wire logic resp_rdy,   
  output wire logic [7:0] resp  
);
  logic [7:0] internal_high_data, internal_low_data, tx_data;
  logic [1:0] select;
  logic tx_done;
  logic done, trmt;
  typedef enum {IDLE, SEND_HIGH, SEND_LOW, WAITING} state_t;
  state_t state, next_state;
  UART iUART(.clk(clk), .rst_n(rst_n), .RX(RX), .TX(TX), .tx_data(tx_data), .trmt(trmt), .tx_done(tx_done), .rx_data(resp), .rx_rdy(resp_rdy), .clr_rx_rdy(clr_resp_rdy));
  always_comb begin
    case(select)
      2'b00: tx_data = cmd;
      2'b01: tx_data = internal_high_data;
      2'b10: tx_data = internal_low_data;
      default tx_data = 8'b0;
    endcase
  end
  always@(posedge clk) begin
    if(send_cmd) begin  
      internal_high_data <= data[15:8];
      internal_low_data <= data[7:0];
    end
  end
  always@(posedge clk, negedge rst_n) begin
    if(!rst_n) cmd_sent <= 1'b0;
    else if(done) cmd_sent <= 1'b1;
    else if(send_cmd) cmd_sent <= 1'b0;
  end
  always@(posedge clk, negedge rst_n) begin
    if(!rst_n) state <= IDLE;
    else state <= next_state;
  end
  always_comb begin
    select = 2'b00;
    trmt = 1'b0;
    done = 1'b0;
    next_state = IDLE;
    case(state)
      IDLE: begin
        if(send_cmd) begin
          select = 2'b00;
          trmt = 1'b1;
          next_state = SEND_HIGH;
        end
      end
      SEND_HIGH: begin
        next_state = SEND_HIGH;
        if(tx_done) begin  
          select = 2'b01;
          trmt = 1'b1;
          next_state = SEND_LOW;
        end
      end
      SEND_LOW: begin
        next_state = SEND_LOW;
        if(tx_done) begin  
          select = 2'b10;
          trmt = 1'b1;
          next_state = WAITING;
        end
      end
      WAITING: begin
        next_state = WAITING;
        if(tx_done) begin  
          next_state = IDLE;
          done = 1'b1;
        end
      end
      default: begin
        next_state = IDLE;
      end
    endcase
  end
endmodule
==> flow_metrics.env <==
# yosys + openroad results
export IMPL_drive_above_1_share=0.112
export IMPL_yosysTopAreaCellShare=0.181
export IMPL_cp_num_cells=4
export IMPL_crit_fanout=25
export IMPL_tns_ns=0
export IMPL_fp_dieH_um=96.0
export IMPL_p_seq_frac=0.551
export IMPL_min_path_cells=0
export IMPL_cts_tree="yes"
export IMPL_antenna_found_initial=0
export IMPL_skew_ns=0.00833
export IMPL_p_sw_frac=0.197
export IMPL_internal_power_uw=1410
export IMPL_setup_viol=0
export IMPL_wl_per_cell_um=13.9
export IMPL_tightest_slew_ns=0.695
export IMPL_top_layer="met4"
export IMPL_fp_dieW_um=96.0
export IMPL_max_stage_delay_ns=0.79
export IMPL_cts_htree_levels=3
export IMPL_numClockSinks=77
export IMPL_clockPowerShare=0.416
export IMPL_gr_usage_all_layers=0.169
export IMPL_path_clk_slew_ns=0.08
export IMPL_postCtsHoldBufs=0
export IMPL_ctsResizeCount=0
export IMPL_firstDrtPassIters=4
export IMPL_initCoreUtil=0.422
export IMPL_area_leaders="dfxtp_1, dfstp_2, edfxtp_1, dfrtp_1, nand2_1"
export IMPL_yosysWarnings=3
export IMPL_drt_initial_drc_count=147
export IMPL_fmax_mhz=445
export IMPL_power_density_mw_per_mm2=422
export IMPL_syn_cell_area_mm2=0.00354
export IMPL_post_cts_buffers=0
export IMPL_power_frac_comb=0.032
export IMPL_yosysCellCount=356
export IMPL_crit_path_top_delay_cell="dfrtp_1"
export IMPL_warnings=29
export IMPL_dieArea_mm2=0.00922
export IMPL_switchingPower_uw=348
export IMPL_drc=0
export IMPL_async_reset_ff_frac=0.377
export IMPL_largestRegisters="iUART.iRX.baud_cnt (12), iUART.iTX.baud_cnt (12)"
export IMPL_finalWirelength_mm=6.93
export IMPL_ys_area_mm2=0.00354
export IMPL_leakagePower_uw=0.00159
export IMPL_crit_family="AND-OR/OR-AND gates"
export IMPL_areaGrowthSynthToFinish_pct=18.1
export IMPL_grt_pass1_wl_mm=11.6
export IMPL_place_gp_congestion=0.821
export IMPL_vias=2586
export IMPL_rsz0062_at_grt="false"
export IMPL_route_met2_wl_mm=3.00
export IMPL_ff2ff_path_depth=4
export IMPL_met1Wirelength_mm=3.44
export IMPL_critPathKind="flop to flop"
export IMPL_synth_edff_count=16
export IMPL_path_cells="o21ai_0 -> a21o_1 -> nand2_1 -> a2bb2oi_1"
export IMPL_clockRootBuffer="clkbuf_8"
export IMPL_synth_area_per_cell_um2=9.93
export IMPL_critical_path_required_ns=3.66
export IMPL_end_kind="flop"
export IMPL_finalClockPeriodUsage=0.661
export IMPL_relSlewSlack=0.537
export IMPL_ios=40
export IMPL_cp_arrival_ns=2.51
export IMPL_period_needed_ns=2.25
export IMPL_grt_max_degree=30
export IMPL_port_buffers=39
export IMPL_flop_cell="dfxtp_1"
export IMPL_outcome="finished clean"
export IMPL_drv_slew=0
export IMPL_hp_class="flop to flop"
export IMPL_crit_buf_inv=0
export IMPL_crit_path_start_kind="flop"
export IMPL_ys_seq_frac=0.529
export IMPL_vias_per_cell=5.19
export IMPL_core_area_mm2=0.00838
export IMPL_maxCapViolations=0
export IMPL_power_uw=1760
export IMPL_dpl_hpwl_mm=4.70
export IMPL_max_vdd_ir_drop_v=0.000274
export IMPL_hold_viol=0
export IMPL_num_rows=33
export IMPL_clock_latency_ns=0.34
export IMPL_clock_path_buffers=2
export IMPL_antennaDiodeCount=0
export IMPL_antenna_left=0
export IMPL_grt_ovfl_total=0
export IMPL_postSynthCellCount=356
export IMPL_synth_flops=77
export IMPL_ys_types=52
export IMPL_largest_area_cell="dfxtp_1"
export IMPL_numCtsBuffers=9
export IMPL_wl_met3_um=415
export IMPL_grt_pass1_vias=2478
==> power groups by stage <==
stage	logic, µW	registers, µW	clock network, µW
CTS	58.3	972	761
global route	62.4	974	792
finish	56.7	971	733
==> logic make-up after synthesis <==
kind of cell             synth area share
adder cells (fa/ha/maj)            0.0283
XOR/XNOR                           0.0396
flip-flops                          0.529
AND-OR/OR-AND                       0.146
multiplexers                      0.00637
AND/OR/NAND/NOR                     0.202
buffers and inverters              0.0485
==> final timing paths <==
| path | endpoint | from | slack, ns |
|---|---|---|---|
| worst max-delay path | iUART.iTX.tx_shft_reg[6] | iUART.iTX.tx_done | 1.15 |
| worst min-delay path | iUART.iRX.RX_q2 | iUART.iRX.RX_q1 | 0.37 |
| worst max register to register | iUART.iTX.tx_shft_reg[6] | iUART.iTX.tx_done | 1.15 |
| worst min register to register | iUART.iRX.RX_q2 | iUART.iRX.RX_q1 | 0.37 |
| max in group asynchronous | iUART.iRX.rx_shift_reg[7] | rst_n | 2.35 |
| min in group asynchronous | state[2] | rst_n | 0.73 |
==> per-stage QoR <==
| stage | hold slack [ns] | instance area [µm²] | worst slack, ns | cells | utilization |
|---|---|---|---|---|---|
| 2_1_floorplan | 0.345 | 3540 | 1.49 | 356 | - |
| 3_3_place_gp | 0.346 | 3970 | 1.07 | 482 | 0.474 |
| 3_5_place_dp | 0.347 | 3970 | 0.996 | 482 | 0.474 |
| 4_1_cts | 0.372 | 4180 | 1.15 | 498 | 0.498 |
| 5_1_grt | 0.369 | 4180 | 0.822 | 498 | 0.498 |
| 6_report | 0.368 | 4180 | 1.15 | 498 | 0.498 |
==> cells in the final DEF, fill, tap and decap left out, types with 3 or more instances in the layout <==
cell / instances
clkbuf_8: 9
nand3_1: 13
a2bb2oi_1: 7
a21oi_1: 19
o21ai_0: 16
nand2_1: 47
and3_1: 3
a31oi_1: 3
or3_1: 4
dfstp_2: 20
nor3_1: 7
buf_4: 3
nor2_1: 24
a21o_1: 8
xor2_1: 5
o41ai_1: 3
nor2b_1: 8
nor4_1: 6
a32oi_1: 7
nand4_1: 7
inv_1: 16
dfrtp_1: 9
edfxtp_1: 16
dfxtp_1: 32
clkbuf_1: 3
ha_1: 8
xnor2_1: 11
clkdlybuf4s50_1: 39
nand3b_1: 3
==> per-layer routing <==
metal	vias up	track usage
li1	1332	-
met1	1194	0.263
met2	54	0.259
met3	6	0.0418
met4	0	0.0149
met5	-	0
==> final cells by class <==
type | instances | area, µm²
clock inverters | 4 | 72.6
multi-input cells | 242 | 1490
well taps | 105 | 131
repair buffers | 42 | 413
inverters | 16 | 60.1
clock buffers | 12 | 135
fillers | 762 | 4210
flip-flops and latches | 77 | 1870
==> Yosys cell counts, types with 3 or more instances <==
library cell and count:
or3_1 4, xnor2_1 11, nand3_1 13, clkbuf_1 11, a21o_1 8, buf_4 8
ha_1 8, nor2b_1 8, dfrtp_1 9, nand3b_1 3, dfxtp_1 32, a32oi_1 7
a2bb2oi_1 7, a21oi_1 19, nor2_1 24, nor3_1 7, nand4_1 7, nor4_1 6
inv_1 16, a31oi_1 3, o41ai_1 3, o21ai_0 16, edfxtp_1 16, nand2_1 47
dfstp_2 20, and3_1 3, xor2_1 5
Power is estimated from default activity; no workload was simulated.
