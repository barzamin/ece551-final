==> ./design.v <==
module PD_math (
  input wire logic clk,                    
  input wire logic rst_n,                  
  input wire logic vld,                    
  input wire logic [15:0] desired,         
  input wire logic [15:0] actual,          
  output wire logic signed [11:0] dterm,   
  output wire logic signed [9 :0] pterm    
);
	localparam DTERM = 5'b00111;
	localparam D_QUEUE_DEPTH = 12;
	logic [16:0] err;
	logic [9:0] err_sat, D_diff;
	logic [6:0] D_diff_sat;
	reg [9:0] prev_err [0:D_QUEUE_DEPTH-1];
	logic [9:0] err_sat_half, err_sat_eighth;
	genvar i;
	assign err = {actual[15],actual} - {desired[15],desired};
	assign err_sat = (err[16]) ?
  ((&err[15:9] == 0) ? 10'h200 : err[9:0]):
  ((|err[15:9]) ? 10'h1ff : err[9:0]);
	generate
		for (i = 0; i < D_QUEUE_DEPTH; i = i + 1) begin
			always_ff @(posedge clk, negedge rst_n) begin
				if (!rst_n)
					prev_err[i] <= 10'h000;
				else if (vld)
					if (i == 0) begin
						prev_err[0] <= err_sat;
					end else begin
						prev_err[i] <= prev_err[i-1];
					end
			end
		end
	endgenerate
	assign D_diff = err_sat - prev_err[D_QUEUE_DEPTH-1];
	assign D_diff_sat = (D_diff[9]) ?
							((&D_diff[8:6] == 0) ? 7'h40 : D_diff[6:0]) :
							((|D_diff[8:6]) ? 7'h3f : D_diff[6:0]);
	assign dterm = $signed(D_diff_sat) * $signed(DTERM);
	assign err_sat_half = {err_sat[9], err_sat[9:1]};
	assign err_sat_eighth = {err_sat[9], err_sat[9], err_sat[9], err_sat[9:3]};
	assign pterm = err_sat_half + err_sat_eighth;
endmodule
`default_nettype none
module flght_cntrl(
  input wire clk,
  input wire rst_n,
  input wire vld,                                   
  input wire inertial_cal,                          
  input wire signed [15:0] d_ptch, d_roll, d_yaw,   
  input wire signed [15:0] ptch, roll, yaw,         
  input wire [8:0] thrst,                           
  output wire [10:0] frnt_spd,                      
  output wire [10:0] bck_spd,                       
  output wire [10:0] lft_spd,                       
  output wire [10:0] rght_spd                       
);
  wire [9:0] ptch_pterm,  roll_pterm,  yaw_pterm;
  wire [11:0] ptch_dterm,  roll_dterm,  yaw_dterm;
  wire [12:0] ptch_13_dterm,  ptch_13_pterm,  yaw_13_dterm,  yaw_13_pterm;
  wire [12:0] roll_13_dterm,  roll_13_pterm,  thrst_13;
  wire [12:0] frnt_sum, bck_sum, lft_sum, rght_sum;
  wire [10:0] frnt_sat, bck_sat, lft_sat, rght_sat;
  localparam CAL_SPEED = 11'h290;		   
  localparam MIN_RUN_SPEED = 13'h2C0;	 
  localparam D_COEFF = 5'b00111;		   
  PD_math iPTCH(.clk(clk), .rst_n(rst_n), .vld(vld), .desired(d_ptch), .actual(ptch), .pterm(ptch_pterm), .dterm(ptch_dterm));
  PD_math iROLL(.clk(clk), .rst_n(rst_n), .vld(vld), .desired(d_roll), .actual(roll), .pterm(roll_pterm), .dterm(roll_dterm));
  PD_math iYAW(.clk(clk), .rst_n(rst_n), .vld(vld), .desired(d_yaw), .actual(yaw), .pterm(yaw_pterm), .dterm(yaw_dterm));
  assign ptch_13_dterm = {ptch_dterm[11], ptch_dterm[11:0]};
  assign ptch_13_pterm = {{3{ptch_pterm[9]}}, ptch_pterm[9:0]};
  assign roll_13_dterm = {roll_dterm[11], roll_dterm[11:0]};
  assign roll_13_pterm = {{3{roll_pterm[9]}}, roll_pterm[9:0]};
  assign yaw_13_dterm = {yaw_dterm[11], yaw_dterm[11:0]};
  assign yaw_13_pterm = {{3{yaw_pterm[9]}}, yaw_pterm[9:0]};
  assign thrst_13 = {4'b0000, thrst[8:0]};
  assign frnt_sum = MIN_RUN_SPEED + thrst_13 - ptch_13_pterm - ptch_13_dterm - yaw_13_pterm - yaw_13_dterm;
  assign bck_sum = MIN_RUN_SPEED + thrst_13 + ptch_13_pterm + ptch_13_dterm - yaw_13_pterm - yaw_13_dterm;
  assign lft_sum = MIN_RUN_SPEED + thrst_13 - roll_13_pterm - roll_13_dterm + yaw_13_pterm + yaw_13_dterm;
  assign rght_sum = MIN_RUN_SPEED + thrst_13 + roll_13_pterm + roll_13_dterm + yaw_13_pterm + yaw_13_dterm;
  assign frnt_sat = (|frnt_sum[12:11]) ? 11'h7ff : frnt_sum[10:0];
  assign bck_sat = (|bck_sum[12:11]) ? 11'h7ff : bck_sum[10:0];
  assign lft_sat = (|lft_sum[12:11]) ? 11'h7ff : lft_sum[10:0];
  assign rght_sat = (|rght_sum[12:11]) ? 11'h7ff : rght_sum[10:0];
  assign frnt_spd = (inertial_cal) ? CAL_SPEED : frnt_sat;
  assign bck_spd = (inertial_cal) ? CAL_SPEED : bck_sat;
  assign lft_spd = (inertial_cal) ? CAL_SPEED : lft_sat;
  assign rght_spd = (inertial_cal) ? CAL_SPEED : rght_sat;
endmodule
==> ./run.sh <==
#!/bin/bash
# OpenROAD 26Q1-2900-gdf79404cd8, Yosys 0.63+post, stock flow scripts
make -C /OpenROAD-flow-scripts/flow DESIGN_CONFIG=/design/flow/config.mk WORK_HOME=/design/flow/orfs finish
==> ./config.mk <==
export PLATFORM = sky130hd
export DESIGN_NAME = flght_cntrl
export DESIGN_NICKNAME = flght_cntrl
export VERILOG_FILES = /design/flow/design.v
export SDC_FILE = /design/flow/constraint.sdc
export NUM_CORES = 4
export LEC_CHECK = 1
export CORE_UTILIZATION = 40
==> ./constraint.sdc <==
current_design flght_cntrl

set clk_period 33.1
set clk_io_pct 0.2

create_clock -name clk0 -period $clk_period [get_ports {clk}]

set non_clock_inputs [all_inputs -no_clocks]
set_input_delay [expr $clk_period * $clk_io_pct] -clock clk0 $non_clock_inputs
set_output_delay [expr $clk_period * $clk_io_pct] -clock clk0 [all_outputs]
==> impl_metrics.csv <==
group,metric,value,unit
synthesis,numSynthFlops,360,
global_route,grt_usage,17.4,%
timing,rsz0062_at_grt,"no",
timing,finalCriticalPeriod,26.91,ns
timing,hold_violations,0,
global_route,antenna_found_initial,0,
routing,wire_per_inst,15.6,µm
routing,routed_wl,54.6,mm
layout,area_growth,14.1,%
routing,ant_nets,0,
clock_tree,clk_path_buf_depth,3,
routing,routed_via_density,5.10,
placed_design,place.detailed.hpwl,43.3,mm
timing,finalSetupTns,0,ns
timing,finalCritPeriodShare,81.3,%
worst_setup_path,critPathKind,"primary input to primary output",
clock_tree,clkLatencyLatePin,0.52,ns
global_route,grt_pass1_vias,17489,
timing,max_freq,37.2,MHz
floorplan,die_x,259,µm
clock_tree,cts_tree,"done",
routing,diodes,0,
timing,skew,0.0170,ns
synthesis,synth_cell_types,81,
job,maxCapViolCount,0,
routing,drc_errors,0,
routing,first_iter_violations,829,
global_route,grt.overflow.total,0,
floorplan,rows,93,
clock_tree,post_cts_resized,0,
clock_tree,postCtsHoldBufs,0,
worst_setup_path,worstSetupEndpointType,"primary output",
layout,lay_top_count,"dfrtp_1",
floorplan,die-area,67000,µm²
clock_tree,cts_sinks,360,
floorplan,pin_count,153,
worst_setup_path,critPathSlowestCell,"o311ai_1",
floorplan,fp.coreArea,64800,µm²
global_route,grt_start_max_net_pins,136,
clock_tree,numCtsBuffers,36,
worst_setup_path,crit_arrival,20.29,ns
synthesis,avgSynthCellArea,10.7,µm²
worst_setup_path,worst-path-max-fanout,10,
routing,vias,17827,
placed_design,io_buffer_count,152,
synthesis,syn-cell-area,26400,µm²
synthesis,ys_chip_area,26400,µm²
synthesis,synth_top_area_share,34.1,%
worst_setup_path,cp.required,26.48,ns
global_route,grt_pass1_wl,91.1,mm
placed_design,gp_congestion,0.932,
timing,worst_pin_slew,1.02,ns
job,tool_warnings,44,
clock_tree,cts_root_buf,"clkbuf_16",
layout,drive_gt1_share,15.8,%
hold_path,worstHoldPathType,"flip-flop to flip-flop",
synthesis,ys_cells,2476,
synthesis,ff_type,"dfrtp_1",
floorplan,die_h,259,µm
synthesis,synth-edff-count,0,
outcome,status,"finished clean",
timing,setup_viol,0,
layout,fill_cells,5759,
synthesis,postSynthCellCount,2476,
worst_setup_path,cpPeakStageDelay,0.88,ns
clock_tree,htreeDepth,2,
worst_setup_path,path_delay_family,"AND-OR/OR-AND gates",
synthesis,area_leaders,"dfrtp_1 34%, mux2_2 13%, fa_1 11%, ha_1 10%, inv_1 4.6%",
clock_tree,postCtsSetupBuffers,0,
timing,slew_headroom,31.0,%
layout,mostFrequentLayoutCells,"360 x dfrtp_1, 325 x inv_1, 311 x mux2_2",
worst_setup_path,critPathBufInv,8,
synthesis,async_reset_ff_share,100,%
worst_setup_path,cp-start-kind,"primary input",
synthesis,ys_warn_count,2,
floorplan,fp_util,40.7,%
timing,slew_viol_final,0,
synthesis,ys_seq_share,34.1,%
clock_tree,clk_pin_slew,0.06,ns
synthesis,top_area_cell,"dfrtp_1",
routing,drtPass1Iterations,5,
==> synthesized netlist by cell type, drive strengths merged, types with 10 or more instances <==
library cell  instances
o21a                 29
xor2                 60
a211o                12
o22ai                14
nand3                18
a311oi               14
a211oi               21
a21o                 53
a31oi                18
mux2                311
clkbuf               66
and3                 15
nor2b                34
nor2                107
mux2i                10
o21ai               107
nor3                 24
inv                 327
o211ai               15
nand2b               24
xnor2                91
nand2                78
dfrtp               360
ha                  221
fa                  143
or2                  12
a21oi               129
o21bai               27
==> routing by layer <==
layer | vias to the layer above | routed length (µm) | GRT usage (%)
met5 | - | 0 | 0
met4 | 0 | 1260 | 3.37
met3 | 66 | 2710 | 2.89
met1 | 8622 | 26300 | 27.6
li1 | 8842 | - | -
met2 | 297 | 24300 | 26.2
==> worst register-to-register path: cells and delay by family, from the launching register on <==
family	cells	cell delay (ns)
compound gates	1	0.29
flops	1	0.42
simple gates	1	0.15
==> sequential cells by signal, indices dropped and copies added, names as in the netlist <==
name            flops
iPTCH.prev_err    120
iROLL.prev_err    120
iYAW.prev_err     120
==> through the flow <==
step / cell area [µm²] / worst slack, ns / hold WS [ns] / std cells / util [%]
final: 30100 / 6.19 / 0.479 / 3497 / 46.5
after global routing: 30100 / 4.98 / 0.509 / 3497 / 46.5
after CTS: 30100 / 6.16 / 0.483 / 3497 / 46.5
after detailed placement: 28900 / 6.19 / 0.465 / 3433 / 44.6
after global placement: 28900 / 6.47 / 0.464 / 3433 / 44.6
after floorplan: 26400 / 8.81 / 0.446 / 2476 / -
==> final timing paths <==
kind,to,slack (ns),depth (start not counted),from
worst max register to register,iPTCH.prev_err[0][5],32.13,2,iPTCH.prev_err[0][5]
max in group asynchronous,iROLL.prev_err[5][1],24.65,4,rst_n
min in group asynchronous,iPTCH.prev_err[1][4],6.03,1,rst_n
worst max-delay path,bck_spd[5],6.19,44,d_yaw[0]
worst min-delay path,iPTCH.prev_err[11][3],0.48,2,iPTCH.prev_err[10][3]
worst min register to register,iPTCH.prev_err[11][3],0.48,2,iPTCH.prev_err[10][3]
==> area by class of cell <==
| type | count | area (µm²) | area share, % |
|---|---|---|---|
| clock buffer | 50 | 1060 | 3.51 |
| clock inverter | 14 | 169 | 0.561 |
| inverter | 327 | 1230 | 4.08 |
| multi-input combinational | 1721 | 15900 | 52.8 |
| sequential | 360 | 9010 | 29.9 |
| tap | 855 | 1070 | 3.55 |
| timing repair buffer | 170 | 1680 | 5.57 |
==> cells by family after synthesis <==
group / count (synthesis) / share of synthesized area (%)
muxes: 321 / 13.7
xor gates and xnor gates: 152 / 5.19
adders and majority gates: 364 / 21.3
buffers and inverters: 395 / 5.64
AOI/OAI and AO/OA: 512 / 13.0
DFF: 360 / 34.1
and+or+nand+nor: 372 / 7.08
